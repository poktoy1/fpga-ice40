--- flow/run.sh ---
#!/bin/bash
# OpenROAD 26Q1-2900-gdf79404cd8, Yosys 0.63+post, stock flow scripts
make -C /OpenROAD-flow-scripts/flow DESIGN_CONFIG=/design/flow/config.mk WORK_HOME=/design/flow/orfs finish
--- flow/config.mk ---
export PLATFORM = sky130hd
export DESIGN_NAME = ButtonCounter
export DESIGN_NICKNAME = ButtonCounter
export VERILOG_FILES = /design/flow/design.v
export SDC_FILE = /design/flow/constraint.sdc
export NUM_CORES = 4
export LEC_CHECK = 1
export CORE_UTILIZATION = 40
--- flow/constraint.sdc ---
current_design ButtonCounter

set clk_period 7.0
set clk_io_pct 0.2

create_clock -name clk0 -period $clk_period [get_ports {CLK}]

set non_clock_inputs [all_inputs -no_clocks]
set_input_delay [expr $clk_period * $clk_io_pct] -clock clk0 $non_clock_inputs
set_output_delay [expr $clk_period * $clk_io_pct] -clock clk0 [all_outputs]
--- flow/design.v ---
module ClockDivider #(
    parameter CLOCK_SPEED_MHZ = 12,
    parameter MS = 1000
) (
    output reg  out,
    input  wire CLK
);
    localparam HALF_CLOCK_SPEED = CLOCK_SPEED_MHZ / 2;
    localparam SEC = (MS * 1000) - 1;
    reg [$clog2(CLOCK_SPEED_MHZ):0] counter = 0;
    reg [$clog2(SEC):0] sec = 0;
    always @(posedge CLK) begin
        if (counter == HALF_CLOCK_SPEED) begin
            counter <= 0;
            sec <= sec + 1;
        end else if (sec == SEC) begin
            sec <= 0;
            out <= ~out;
        end else begin
            counter <= counter + 1;
        end
    end
endmodule
module ButtonCounter (
    output [7:0] LED,
    output LED_STAT,
    input wire [1:0] BUTTON,
    input CLK
);
    localparam STATE_HIGH = 3'b001;
    localparam STATE_LOW = 3'b010;
    localparam STATE_PRESSED = 3'b011;
    localparam STATE_WAIT = 3'b100;
    wire reset;
    wire button_count;
    wire clock_divider_out;
    wire button_debouncer;
    reg [7:0] data;
    reg [7:0] data_click;
    reg [2:0] state = STATE_HIGH;
    assign reset = ~BUTTON[0];
    assign button_count = ~BUTTON[1];
    assign LED = ~(data + data_click);
    always @(posedge clock_divider_out, posedge reset) begin
        if (reset) begin
            data <= 8'b0;
        end else if (state == STATE_PRESSED) begin
            data <= 0;
        end else begin
            data <= data + 1;
        end
    end
    always @(posedge CLK, posedge reset) begin
        if (reset) begin
            data_click <= 0;
            state <= STATE_HIGH;
        end else begin
            case (state)
                STATE_HIGH: begin
                    if (button_count == 1'b0) begin
                        state <= STATE_LOW;
                    end
                end
                STATE_LOW: begin
                    if (button_count == 1'b1) begin
                        state <= STATE_WAIT;
                    end
                end
                STATE_WAIT: begin
                    if (button_debouncer) begin
                        if (button_count == 1'b1) begin
                            state <= STATE_PRESSED;
                        end else begin
                            state <= STATE_HIGH;
                        end
                    end
                end
                STATE_PRESSED: begin
                    data_click <= data_click + 1;
                    state <= STATE_HIGH;
                end
            endcase
        end
    end
    ClockDivider #(
        .CLOCK_SPEED_MHZ(12),
        .MS(1000)
    ) _clock_divider (
        .out(clock_divider_out),
        .CLK(CLK)
    );
    ClockDivider #(
        .CLOCK_SPEED_MHZ(12),
        .MS(1000)
    ) _blinker (
        .out(LED_STAT),
        .CLK(CLK)
    );
    ClockDivider #(
        .CLOCK_SPEED_MHZ(12),
        .MS(30)
    ) _button_debouncer (
        .out(button_debouncer),
        .CLK(CLK)
    );
endmodule
==> flow_summary.rst <==
Run summary
-----------

.. list-table::
   :header-rows: 1

   * - Metric
     - Value
   * - Outcome
     - finished clean
   * - Yosys cell count
     - slightly above 500
   * - Cell count after placement
     - 681
   * - Synthesized area per cell
     - ~10 um^2
   * - Pre-Repair DR Iteration Count
     - 4
   * - # port buffers
     - 11
   * - Actual slew at the worst max-slew pin
     - 923.4 ps
   * - Number of warnings in the stage logs
     - 28
   * - Chip area in the Yosys report
     - 5165 um^2
   * - Clock latency on the worst-skew pair
     - 330 ps
   * - Post-layout instance count excluding filler cells
     - 697
   * - Cell with the most instances after synthesis
     - sky130_fd_sc_hd__nor2_1
   * - Congestion Overflow GR
     - 0
   * - Yosys warning total
     - 3
   * - Share of async-settable or async-resettable flops after synthesis
     - 20.00%
   * - First-pass GRT wire length
     - 15,300 um
   * - Number of max-cap violations
     - 0
   * - Final routed wire length divided by cell count
     - around 13 um
   * - Count of library flops with an enable pin
     - approximately 61
   * - Required arrival time at the worst endpoint
     - 5600 ps
   * - Total antenna diodes in the routed design
     - 0
   * - Post-route design area
     - about 5700 um^2
   * - Die height
     - approximately 120 um
   * - Sequential-to-total area share from yosys stat
     - between 50% and 60%
   * - Register clock-pin slew on the reported worst setup and hold paths
     - 70 ps
   * - Critical path type
     - reg2out
   * - Area after DPL
     - 5483 um^2
   * - Final number of max-transition violations
     - 0
   * - Area leader, netlist
     - sky130_fd_sc_hd__edfxtp_1
   * - Top area contributor share
     - between 30 and 40%
   * - Share of cells above drive strength 1
     - 5.524%
   * - TritonCTS clock tree
     - yes
   * - Total wirelength of the detailed-routed design
     - 8859 um
   * - H-tree lvl count
     - 3
   * - Antenna violations before repair
     - 0
   * - Type of the tightest min-delay check
     - reg2reg
   * - Gate Count Post-Synth
     - 504
   * - CP max FO
     - 4
   * - Power per unit of standard cell area
     - approximately 170 nW/um^2
   * - Antenna viol nets, final
     - 0
   * - Routability congestion estimate from global placement
     - 0.8212
   * - Post-CTS Setup Inserts
     - 0
   * - Ordered cell list for the critical path
     - ha_1 -> fa_1 -> a21o_1 -> a21oi_1 -> nor4_1 -> nor4_1 -> clkdlybuf4s50_1
   * - Post-layout min period
     - just over 4000 ps
   * - Area of the placeable core
     - 12,620 um^2
   * - Number of global-route vias before repair
     - around 3,400
   * - Floorplan core density
     - 40.93%
   * - Top area cell types
     - sky130_fd_sc_hd__edfxtp_1 35%, sky130_fd_sc_hd__dfrtp_1 8.7%, sky130_fd_sc_hd__xnor2_1 6.1%
   * - Clock root buffer master
     - sky130_fd_sc_hd__clkbuf_16
   * - Synthesis-to-finish area growth
     - 11.31%
   * - Final worst-path cycle share
     - 58.78%
   * - Slew HR
     - a little under two fifths
   * - Leakage dissipation
     - ~2.2 nW
   * - Kind of start point of the critical path
     - flop
   * - Std-Cell Rows
     - between 40 and 50
   * - Hold Buf Count CTS
     - 0
   * - Commonest cells post-synth
     - 62 x sky130_fd_sc_hd__nor2_1, 61 x sky130_fd_sc_hd__edfxtp_1, 36 x sky130_fd_sc_hd__nand2_1, 36 x sky130_fd_sc_hd__xnor2_1, 30 x sky130_fd_sc_hd__nand3_1
   * - Number of failing setup endpoints in the final timing report
     - 0
   * - TritonCTS buffer count
     - 9
   * - Register pins left without a clock
     - 8
   * - Ports placed on the boundary
     - 12
   * - Maximum clock skew at final layout
     - 6.832 ps
   * - Routed vias/inst
     - 5.242
   * - Clk buf depth
     - 2
   * - GRT Resource Usage Total
     - between 10% and 20%
   * - Detailed-route via count
     - 3,654
   * - Worst endpoint data arrival time
     - ~2700 ps
   * - Number of unconstrained endpoints
     - 8
   * - Primary FF master, synth
     - sky130_fd_sc_hd__edfxtp_1
   * - Post-Route Setup TNS
     - 0 ps
   * - Cell at the slowest stage of the critical path
     - sky130_fd_sc_hd__clkdlybuf4s50_1
   * - Chip area
     - roughly 13,000 um^2
   * - Number of violations reported at the end of detailed-routing iteration 0
     - 253
   * - Unrepaired setup endpoints after global routing
     - no
   * - Largest net degree at the start of global routing
     - 23
   * - DRC
     - 0
   * - Die X-Extent
     - 115.6 um
   * - Post-synthesis instance area
     - 5165 um^2
   * - Largest stage delay on the critical path
     - 510 ps
   * - Type of destination of the critical path
     - output port
   * - Dpl hpwl
     - 6079 um
   * - Post-synth cell types
     - 57
   * - Worst IR drop on VDD
     - 108.6 uV
   * - Resize count post-CTS
     - 0
   * - Final Hold Vio Count
     - 0
   * - Cell repeated most along the worst path
     - sky130_fd_sc_hd__nor4_1
   * - Max Clock Freq
     - 243.1 MHz
   * - Ys flops
     - 95
## cells in the final DEF, fill, tap and decap left out, types with 6 or more instances in the layout
cell / synthesis / final
sky130_fd_sc_hd__xnor2_1: 36 / 36
sky130_fd_sc_hd__edfxtp_1: 61 / 61
sky130_fd_sc_hd__nand4_1: 15 / 15
sky130_fd_sc_hd__a21oi_1: 24 / 24
sky130_fd_sc_hd__o21ai_0: 14 / 14
sky130_fd_sc_hd__dfxtp_1: 15 / 15
sky130_fd_sc_hd__clkdlybuf4s50_1: 0 / 11
sky130_fd_sc_hd__buf_4: 0 / 6
sky130_fd_sc_hd__and3_1: 8 / 8
sky130_fd_sc_hd__nor4_1: 12 / 12
sky130_fd_sc_hd__and2_1: 6 / 6
sky130_fd_sc_hd__nand2_1: 36 / 36
sky130_fd_sc_hd__nor2_1: 62 / 62
sky130_fd_sc_hd__dfrtp_1: 18 / 18
sky130_fd_sc_hd__nor3_1: 15 / 15
sky130_fd_sc_hd__or3_1: 13 / 13
sky130_fd_sc_hd__or4_1: 6 / 6
sky130_fd_sc_hd__nand3_1: 30 / 30
sky130_fd_sc_hd__clkbuf_16: 0 / 9
sky130_fd_sc_hd__inv_1: 24 / 24
sky130_fd_sc_hd__o31ai_1: 6 / 6
sky130_fd_sc_hd__xor2_1: 20 / 20
sky130_fd_sc_hd__ha_1: 18 / 18
## sequential cells by signal, summed over array words and instances, names as in the netlist, 3 cells and up
| register | count |
|---|---|
| _button_debouncer.sec | 16 |
| _clock_divider.counter | 5 |
| data | 8 |
| _clock_divider.sec | 21 |
| data_click | 8 |
| state | 3 |
| _button_debouncer.counter | 5 |
| _blinker.counter | 5 |
| _blinker.sec | 21 |
## worst max-delay path: cells and delay by family, from the launching register on
family                   cells  cell delay (ps)
adder cells (fa/ha/maj)      2              630
flip-flops                   1              420
AND/OR/NAND/NOR              2              370
AND-OR/OR-AND                2              450
buffers and inverters        1              510
## path summary, 6_finish.rpt
path | start | endpoint | slack (ps) | depth (start not counted)
worst max-delay path | data_click[0]$_DFFE_PN0N_ | LED[6] | 2890 | 7
worst min-delay path | _blinker.counter[4]$_SDFFE_PN0P_ | _blinker.counter[4]$_SDFFE_PN0P_ | 480 | 1
worst max register to register | _button_debouncer.sec[11]$_SDFFCE_PP0P_ | _button_debouncer.sec[8]$_SDFFCE_PP0P_ | 4470 | 3
worst min register to register | _blinker.counter[4]$_SDFFE_PN0P_ | _blinker.counter[4]$_SDFFE_PN0P_ | 480 | 1
max in group asynchronous | BUTTON[0] | state[0]$_DFFE_PN1P_ | 5340 | 2
min in group asynchronous | BUTTON[0] | data_click[1]$_DFFE_PN0N_ | 1400 | 2
## where the power goes
part | internal [mW] | switching (mW) | total, mW
combinational | 0.00150 | 0.00251 | 0.00401
clock | 0.239 | 0.193 | 0.432
sequential | 0.544 | 0 | 0.544
total | 0.785 | 0.195 | 0.981
## cell type report
cell class	instances	area [um^2]
clock buffer	10	229.0
timing repair buffer	17	155.1
multi-input combinational	373	2414
fill	1165	6870
sequential	95	2609
inverter	24	90.09
tap	172	215.2
clock inverter	6	37.54
## routing by layer
| layer | vias up | part of all wire (%) | global-route usage [%] |
|---|---|---|---|
| met5 | - | 0 | 0 |
| met4 | 0 | 1.3 | 2.051 |
| met3 | 7 | 3.4 | 3.463 |
| met2 | 49 | 44 | 23.07 |
| met1 | 1717 | 51 | 22.48 |
| li1 | 1881 | - | - |
## metrics by stage
| stage | hold slack, ps | worst slack (ps) | utilization [%] | total power [mW] |
|---|---|---|---|---|
| 6_report | 479.6 | 2886 | 45.56 | 0.9805 |
| 4_1_cts | 483.1 | 2887 | 45.56 | 0.9979 |
| 3_3_place_gp | 465.3 | 3283 | 43.45 | 0.5593 |
| 3_5_place_dp | 468.4 | 3265 | 43.45 | 0.5595 |
| 2_1_floorplan | 445.6 | 3980 | - | 0.5556 |
| 5_1_grt | 501.3 | 2707 | 45.56 | 1.016 |
## cells by family after synthesis
kind of cell             share of synthesized area (%)
adder cells (fa/ha/maj)                          4.748
AND/OR/NAND/NOR                                  23.55
multiplexers                                     1.332
XOR/XNOR                                         9.496
buffers and inverters                            2.762
AND-OR/OR-AND                                    7.607
flip-flops                                       50.51
Power is estimated from default activity; no workload was simulated.
